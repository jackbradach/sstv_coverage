File: design/flow/design.v
module sstv_cal #(
    parameter simulate = 0
)   (
    input   clk,
    input   reset,
    input   frame_active,
    input   [11:0] freq,
    output  reg cal_active,
    output  reg cal_ok
);
    reg [31:0] cal_counter;
    reg [3:0] cal_state;
    reg [3:0] next_cal_state;
    localparam  CLK_TICKS_10MS  = simulate ? 32'd1_000  : 32'd1_000_000;
    localparam  CLK_TICKS_300MS = simulate ? 32'd30_000 : 32'd30_000_000;
    localparam  FREQ_1900HZ = 12'd1900;
    localparam  FREQ_1200HZ = 12'd1200;
    localparam SSTV_CAL_IDLE        = 4'b0001;
    localparam SSTV_CAL_LEADER_A    = 4'b0010;
    localparam SSTV_CAL_BREAK       = 4'b0100;
    localparam SSTV_CAL_LEADER_B    = 4'b1000;
    always @(posedge clk)
        if (reset)
            cal_state <= SSTV_CAL_IDLE;
        else
            cal_state <= next_cal_state;
    always @(*) begin
        next_cal_state = SSTV_CAL_IDLE;
        case(cal_state)
            SSTV_CAL_IDLE: begin
                if ((FREQ_1900HZ == freq) &&
                    !frame_active)
                    next_cal_state = SSTV_CAL_LEADER_A;
                else
                    next_cal_state = SSTV_CAL_IDLE;
            end
            SSTV_CAL_LEADER_A: begin
                if (FREQ_1900HZ == freq)
                    next_cal_state = SSTV_CAL_LEADER_A;
                else if (FREQ_1200HZ == freq) 
                    if (cal_counter >= CLK_TICKS_300MS) 
                        next_cal_state = SSTV_CAL_BREAK;
                    else
                        next_cal_state = SSTV_CAL_IDLE;
                else
                    next_cal_state = SSTV_CAL_IDLE;     
            end
            SSTV_CAL_BREAK: begin
                if (FREQ_1200HZ == freq)
                    next_cal_state = SSTV_CAL_BREAK;
                else if (FREQ_1900HZ == freq)
                    if (cal_counter >= CLK_TICKS_10MS) 
                        next_cal_state = SSTV_CAL_LEADER_B;
                    else
                        next_cal_state = SSTV_CAL_IDLE;
                else
                    next_cal_state = SSTV_CAL_IDLE;
            end
            SSTV_CAL_LEADER_B: begin
                if (FREQ_1900HZ == freq)
                    next_cal_state = SSTV_CAL_LEADER_B;
                else
                    next_cal_state = SSTV_CAL_IDLE;
            end
            default:
                next_cal_state = SSTV_CAL_IDLE;
        endcase
    end
    always @(posedge clk)
        if (reset) begin
            cal_active   <= 0; 
            cal_ok       <= 0; 
        end
        else
            case (cal_state)
                SSTV_CAL_IDLE: begin
                    cal_active  <= 0;  
                    cal_counter <= 32'd1;
                end
                SSTV_CAL_LEADER_A: begin
                    cal_active  <= 1;  
                    cal_ok      <= 0;
                    if (FREQ_1900HZ == freq)
                        cal_counter <= cal_counter + 32'd1;
                    else
                        cal_counter <= 32'd1;
                end
                SSTV_CAL_BREAK: begin
                    if (FREQ_1200HZ == freq)
                        cal_counter <= cal_counter + 32'd1;
                    else
                        cal_counter <= 32'd1;
                end
                SSTV_CAL_LEADER_B: begin
                    if (FREQ_1900HZ == freq)
                        cal_counter <= cal_counter + 32'd1;
                    else begin
                        if (cal_counter >= CLK_TICKS_300MS)
                            cal_ok <= 1;
                        else
                            cal_ok <= 0;
                    end
                end
            endcase
endmodule
File: design/flow/run.sh
#!/bin/bash
# OpenROAD 26Q1-2900-gdf79404cd8, Yosys 0.63+post, stock flow scripts
make -C /OpenROAD-flow-scripts/flow DESIGN_CONFIG=/design/flow/config.mk WORK_HOME=/design/flow/orfs finish
File: design/flow/config.mk
export PLATFORM = sky130hd
export DESIGN_NAME = sstv_cal
export DESIGN_NICKNAME = sstv_cal
export VERILOG_FILES = /design/flow/design.v
export SDC_FILE = /design/flow/constraint.sdc
export NUM_CORES = 4
export LEC_CHECK = 1
export CORE_UTILIZATION = 50
File: design/flow/constraint.sdc
current_design sstv_cal

set clk_period 5.8
set clk_io_pct 0.2

create_clock -name clk0 -period $clk_period [get_ports {clk}]

set non_clock_inputs [all_inputs -no_clocks]
set_input_delay [expr $clk_period * $clk_io_pct] -clock clk0 $non_clock_inputs
set_output_delay [expr $clk_period * $clk_io_pct] -clock clk0 [all_outputs]
==> flow_summary.ini <==
; physical design summary
[synth]
syn-mean-instance-area_sq_um = 10.1
post_synth_inst_count = 223
synthDistinctLibCells = 47
synth_seq_share_pct = 48.0
yosys.stat.chipArea_sq_um = 2250
numSynthFlops = 38
post_synth_most_frequent_cells = sky130_fd_sc_hd__nor2_1, sky130_fd_sc_hd__edfxtp_1, sky130_fd_sc_hd__xor2_1
post-synth-top-area-cell = sky130_fd_sc_hd__edfxtp_1
top_cell_area_share_pct = 42.6
async_reset_ff_share_pct = 0
yosys-top-cells-area = sky130_fd_sc_hd__edfxtp_1, sky130_fd_sc_hd__xor2_1, sky130_fd_sc_hd__nor2_1, sky130_fd_sc_hd__dfxtp_1, sky130_fd_sc_hd__nand4_1
yosys-stat-cells = 223
synth_warnings = 1
enable_flop_cells = 32
flop_cell = sky130_fd_sc_hd__edfxtp_1
syn-cell-area_sq_um = 2250
most_common_cell = sky130_fd_sc_hd__nor2_1

[cts]
cts_root_buffer = sky130_fd_sc_hd__clkbuf_8
cts_hold_buf = 0
post-cts-setup-buffer-count = 0
post_cts.resized_instances = 0
tritoncts_clock_tree = built
ctsHtreeMaxLevel = 2
clkSinkCount = 38
clk_pin_slew_ns = 0.07
clock_insertion_delay_worst_skew_ns = 0.29
number_of_buffers_inserted_during_clock_tree_synthesis = 5
clock_tree.buffer_depth = 2

[route]
detailroute.via_count = 1690
ant_diodes = 0
drt_iter0_markers = 77
drt-wirelength-per-cell_um = 14.6
remaining_antenna_violation_count = 0
drt-total-wl_um = 4310
post_drt_via_cell_ratio = 5.71
drc = 0
pre_antenna_drt_iters = 4

[global_route]
largest_net_degree_at_the_start_of_global_routing = 21
number_of_antenna_violations_at_the_first_check_in_global_routing = 0
grt_pass1_vias = 1679
grt_remaining_overflow = 0
groute.usage.overall_pct = 20.3
grt_pass1_wl_um = 7500

[critical_path]
arrival_ns = 3.59
worstPathMaxFanout = 17
critPathRequiredTime_ns = 5.78
critical_path.reg2reg.endpoint = cal_counter[18]$_DFFE_PP_
end_kind = register
r2r_start = cal_counter[0]$_DFFE_PP_
critPathKind = input port to register
worst_setup_path_start_kind = input port
r2r.worst_path.cells = 6
rrSetupSlack_ns = 3.56

[flow_run]
stage_log_warnings = 27
max_cap_viol_count = 0

[placed_design]
place_area_sq_um = 2470
placement.io_buffers = 16
placement.setup.worst_slack_ns = 1.86
detailedPlacementHpwl_um = 3110
gp_congestion = 0.856

[power]
pwr_density_cell_nw_per_um2 = 204
leakage_power_of_the_design_nw = 0.809
power.ir.vdd_worst_v = 0.000145

[floorplan]
die_width_um = 69.1
coreArea_sq_um = 4350
design.die.area_sq_um = 4780
rows = 24
die_h_um = 69.1
floorplan.core_util_pct = 51.8
ios = 17

[worst_hold_path]
worstHoldPathCells = 2
hold_start = cal_active$_SDFFE_PP0P_
timing.hold.worst_endpoint = cal_active$_SDFFE_PP0P_
path_type_of_the_worst_min_delay_path = register to register

[sta]
report.final.hold_viol_count = 0
rsz0062_at_grt = no
fin_tns_setup_ns = 0
fin_crit_sh_pct = 62.2
timing_worst_slew_pin_value_ns = 0.885
finalSetupViolations = 0
final_critical_path_setup_slack_ns = 2.19
achievable-frequency_mhz = 277
timing.clock.skew_ns = 0.00578
fin_crit_ns = 3.61
drv_slew = 0
slew_hr_pct = 41.0

[outcome]
status = complete, no violations

[layout]
fill_cells = 356
design_area_sq_um = 2560
drive_gt1_share_pct = 9.43
area_growth_syn_to_layout_pct = 13.6
postLayoutCoreUtil_pct = 58.8
==> worst max-delay path: stages <==
cell and delay [ns]:
sky130_fd_sc_hd__clkdlybuf4s50_1 0.50, sky130_fd_sc_hd__nand4bb_4 0.14, sky130_fd_sc_hd__or4_4 0.60, sky130_fd_sc_hd__a221oi_4 0.80
sky130_fd_sc_hd__buf_4 0.38
==> cells in the final DEF, fill, tap and decap left out, types with 5 or more instances in the layout <==
master	n
sky130_fd_sc_hd__clkbuf_8	5
sky130_fd_sc_hd__nand3_1	16
sky130_fd_sc_hd__nor4_1	7
sky130_fd_sc_hd__nand2_1	11
sky130_fd_sc_hd__and3_1	6
sky130_fd_sc_hd__edfxtp_1	32
sky130_fd_sc_hd__xor2_1	19
sky130_fd_sc_hd__dfxtp_1	6
sky130_fd_sc_hd__inv_1	7
sky130_fd_sc_hd__xnor2_1	9
sky130_fd_sc_hd__nand4_1	15
sky130_fd_sc_hd__clkdlybuf4s50_1	16
sky130_fd_sc_hd__nor2_1	42
==> power by group <==
group	leakage, nW	switching (mW)	internal, mW
logic	0.392	0.0152	0.0176
registers	0.375	0.00990	0.303
clock network	0.0416	0.0937	0.0823
total	0.809	0.119	0.402
==> final cells by class <==
class                   instances  area, sq um  area share (%)
clock buffers                   5         68.8            2.69
clock inverters                 3         16.3           0.635
inverters                       8         31.3            1.22
multi-input cells             172         1120            43.8
flip-flops and latches         38         1080            42.2
well taps                      52         65.1            2.54
repair buffers                 18          175            6.84
==> how the worst max path moves through the flow <==
stage                 startpoint                       end  cells after the start  slack [ns]
final                    freq[5]  cal_counter[1]$_DFFE_PP_                      5        2.19
after global routing    freq[11]  cal_counter[0]$_DFFE_PP_                      5        2.06
after CTS                freq[5]  cal_counter[0]$_DFFE_PP_                      5        2.18
==> stage by stage <==
step,hold slack (ns),power [mW],instances
2_1_floorplan,0.429,0.334,223
3_3_place_gp,0.461,0.350,288
3_5_place_dp,0.467,0.351,288
4_1_cts,0.480,0.526,296
5_1_grt,0.506,0.544,296
6_report,0.474,0.521,296
==> registers in the layout, summed over array words and instances, names as in the netlist <==
signal / flops
cal_active: 1
cal_state: 4
cal_counter: 32
cal_ok: 1
==> layer usage <==
layer	global-route usage [%]	wire length, um	vias up
met3	5.34	243	8
met2	29.7	1880	54
met1	33.1	2110	766
met5	0	0	-
li1	-	-	862
met4	3.40	65	0
==> logic make-up (layout without fill, tap and decap cells) <==
| kind of cell | count (synthesis) | count (layout) | share of synthesized area, % |
|---|---|---|---|
| simple gates | 122 | 122 | 30.3 |
| buf+inv | 13 | 34 | 3.00 |
| compound gates | 19 | 19 | 6.27 |
| mux | 1 | 1 | 0.444 |
| xor+xnor | 28 | 28 | 10.9 |
| fa+ha+maj | 2 | 2 | 1.11 |
| flops | 38 | 38 | 48.0 |
Power and IR drop assume default switching activity.
