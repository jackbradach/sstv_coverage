[flow/design.v]
module sstv_pixel (
    input   reset,
    input   [11:0]  freq,
    output  reg [1:0] color
);
    localparam PIXEL_BLACK     = 2'b00;
    localparam PIXEL_DARKGRAY  = 2'b01;
    localparam PIXEL_LIGHTGRAY = 2'b10;
    localparam PIXEL_WHITE     = 2'b11;
    localparam FREQ_BLACK_LOWER = 12'd1500;
    localparam FREQ_BLACK_UPPER = 12'd1700;
    localparam FREQ_GRAY_MIDDLE = 12'd1900;
    localparam FREQ_WHITE_LOWER = 12'd2100;
    localparam FREQ_WHITE_UPPER = 12'd2300;
    always @(*)
        if (reset)
            color = 0;
        else begin
            if ((freq > FREQ_WHITE_LOWER) && 
                (freq <= FREQ_WHITE_UPPER))
                    color = PIXEL_WHITE;
            else
            if ((freq > FREQ_GRAY_MIDDLE) && 
                (freq <= FREQ_WHITE_LOWER))
                    color = PIXEL_LIGHTGRAY;
            else
            if ((freq > FREQ_BLACK_UPPER) && 
                (freq <= FREQ_GRAY_MIDDLE))
                    color = PIXEL_DARKGRAY;
            else
                color = PIXEL_BLACK;
        end
endmodule
[flow/constraint.sdc]
current_design sstv_pixel

set clk_period 1.9
set clk_io_pct 0.2

create_clock -name clk0 -period $clk_period

set non_clock_inputs [all_inputs -no_clocks]
set_input_delay [expr $clk_period * $clk_io_pct] -clock clk0 $non_clock_inputs
set_output_delay [expr $clk_period * $clk_io_pct] -clock clk0 [all_outputs]
[flow/run.sh]
#!/bin/bash
# OpenROAD 26Q1-2900-gdf79404cd8, Yosys 0.63+post, stock flow scripts
make -C /OpenROAD-flow-scripts/flow DESIGN_CONFIG=/design/flow/config.mk WORK_HOME=/design/flow/orfs finish
[flow/config.mk]
export PLATFORM = sky130hd
export DESIGN_NAME = sstv_pixel
export DESIGN_NICKNAME = sstv_pixel
export VERILOG_FILES = /design/flow/design.v
export SDC_FILE = /design/flow/constraint.sdc
export NUM_CORES = 4
export LEC_CHECK = 1
export CORE_AREA = 10 10 70 70
export DIE_AREA = 0 0 80 80
==> run_results.csv <==
group,metric,value,unit
outcome,outcome,"completed",
final_layout,layout.cells.most_common_list,"buf_4 (8), clkdlybuf4s15_2 (4), clkbuf_2 (4)",
logic_synthesis,syn_inst,23,
detailed_routing,wire_per_inst,9.12,um
logic_synthesis,syn_area,151,um^2
final_layout,flops,0,
floorplanning,fp_util,4.43,%
placement,port_buffers,15,
timing,report.final.slew_viol_count,0,
global_route,grt_pass1_vias,295,
logic_synthesis,synthMuxAreaShare,0,%
logic_synthesis,ys_area,151,um^2
flow_run,cap_violations,0,
power,leakage,0.156,nW
final_layout,fin_util,12.9,%
critical_path,crit_chain,"dlygate4sd2_1, buf_4, nor3b_2, nand4_1, o211ai_1, o22ai_2, buf_2",
detailed_routing,ant_nets,0,
global_route,antenna_found_initial,0,
critical_path,endpoint_kind,"output pin",
logic_synthesis,logic_family,"AND-OR/OR-AND gates",
detailed_routing,drc_errors,0,
critical_path,cp_slowest_cell,"dlygate4sd2_1",
timing,fmax,551,MHz
timing,whs,1.25,ns
timing,period_used_share,95.4,%
final_layout,clock_buffers,0,
critical_path,critPathArrivalTime,1.43,ns
detailed_routing,dr.pass1.iters,2,
flow_run,tool_warnings,32,
detailed_routing,vias_per_cell,3.15,
logic_synthesis,yosys.stat.seqShare,0,%
logic_synthesis,yosysWarningCount,1,
logic_synthesis,ys_sh_xor,0,%
timing,min_period,1.81,ns
final_layout,layout.cells.most_common,"buf_4",
logic_synthesis,yosys.cell_types.count,17,
logic_synthesis,aoi_share,57.0,%
global_route,grt_use_total,2.56,%
timing,relSlewSlack,84.3,%
floorplanning,io-pin-count,15,
cts,hold_buffers,0,
global_route,grt_pass1_wl,1.37,mm
final_layout,area_delta_synth_final,191,%
floorplanning,chipArea,6400,um^2
min_path,hold_class,"in -> out",
timing,worst_pin_slew,0.234,ns
critical_path,path_max_fanout,3,
critical_path,crit_type,"in -> out",
floorplanning,design.core.area,3420,um^2
detailed_routing,vias,290,
floorplanning,fp.dieH,80,um
critical_path,cp-start-kind,"primary input",
critical_path,required,1.52,ns
detailed_routing,routed_wl,839,um
global_route,grt_overflow,0,
floorplanning,num_rows,21,
final_layout,seq_area,0,um^2
critical_path,slowest_delay,0.27,ns
logic_synthesis,ys_sh_adder,0,%
logic_synthesis,syn_avg_cell_area,6.58,um^2
timing,hold_violations,0,
detailed_routing,drt_iter0_markers,16,
logic_synthesis,synth-simple-area-share,43.0,%
global_route,grt_start_max_net_pins,7,
final_layout,drive_gt1_share,58.7,%
floorplanning,fp.dieW,80,um
logic_synthesis,yosys-stat-cells,23,
placement,routabilityCongestion,0.760,
timing,finalSetupViolCount,0,
power,p_per_area,142,nW/um^2
power,peakVddDrop,0.0177,mV
detailed_routing,diodes,0,
==> timing repair <==
action | 4_1_cts | 5_1_grt
pin swaps | 7 | 5
endpoints found under the setup margin | 2 | 2
cloned | 0 | 0
setup buffers | 4 | 0
resized | 31 | 11
==> cells by family after synthesis <==
family | Yosys count
AOI/OAI and AO/OA | 11
and+or+nand+nor | 12
==> final timing paths <==
path	start	to	slack, ns	cells after the start
max	freq[8]	color[0]	0.09	7
min	freq[11]	color[0]	1.25	5
==> cell usage after synthesis <==
library cell | count | area, um^2
a21oi_1 | 2 | 10.0
nand4_1 | 2 | 12.5
nor2_1 | 2 | 7.51
nor3_1 | 2 | 10.0
nor4_1 | 2 | 12.5
o211ai_1 | 2 | 15.0
a211oi_2 | 1 | 12.5
a21o_1 | 1 | 7.51
a311oi_1 | 1 | 8.76
nand2_1 | 1 | 3.75
nand2b_1 | 1 | 6.26
nand3_1 | 1 | 5.00
nor3b_1 | 1 | 7.51
o2111ai_1 | 1 | 8.76
o211ai_2 | 1 | 12.5
o21ai_0 | 1 | 5.00
o22ai_1 | 1 | 6.26
==> cell type report <==
class | count | area (um^2)
fill | 397 | 2980
multi-input combinational | 23 | 193
timing repair buffer | 23 | 190
tap | 46 | 57.6
==> critical path: cells and delay by family <==
| kind | cells | cell delay [ns] |
|---|---|---|
| AOI/OAI and AO/OA | 2 | 0.25 |
| buffers and inverters | 3 | 0.54 |
| and+or+nand+nor | 2 | 0.27 |
==> report_power, final <==
part | internal, mW | switching, mW
clock | 0 | 0
combinational | 0.0340 | 0.0286
sequential | 0 | 0
total | 0.0340 | 0.0286
==> through the flow <==
stage               area, um^2  std cells  power [mW]  setup TNS [ns]  setup WS [ns]
floorplan                  151         23      0.0120               0          0.612
global placement           397         89      0.0619          -0.969         -0.493
detailed placement         397         89      0.0622          -0.987         -0.503
CTS                        445         93      0.0633               0        0.00215
global route               440         92      0.0689        -0.00331       -0.00331
finish                     440         92      0.0626               0         0.0867
==> routing by layer <==
| metal | wire length (um) | share of wire (%) | track usage (%) |
|---|---|---|---|
| met1 | 347 | 41 | 2.97 |
| met2 | 447 | 53 | 5.06 |
| met3 | 44 | 5.2 | 0.341 |
| met4 | 0 | 0 | 0 |
| met5 | 0 | 0 | 0 |
No activity file was given, so power comes from the tool's default toggle rates.
